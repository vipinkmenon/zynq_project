$ cat ./design.v
module mulitiplier(
input             i_clk,
input             i_rst_n,
input [31:0]      i_data,
input             i_data_valid,
output            o_data_ready,
output reg[31:0]  o_data,
output reg        o_data_valid,
input             i_data_ready
);
assign o_data_ready   =   i_data_ready;
always @(posedge i_clk)
begin
    if(!i_rst_n)
        o_data_valid   <=  1'b0;
    else
    begin
        o_data        <=    i_data[15:0]*i_data[31:0];
        o_data_valid  <=    i_data_valid;
	end  
end
endmodule
$ cat ./run.sh
#!/bin/bash
# OpenROAD 26Q1-2900-gdf79404cd8, Yosys 0.63+post, stock flow scripts
make -C /OpenROAD-flow-scripts/flow DESIGN_CONFIG=/design/flow/config.mk WORK_HOME=/design/flow/orfs finish
$ cat ./config.mk
export PLATFORM = sky130hd
export DESIGN_NAME = mulitiplier
export DESIGN_NICKNAME = mulitiplier
export VERILOG_FILES = /design/flow/design.v
export SDC_FILE = /design/flow/constraint.sdc
export NUM_CORES = 4
export LEC_CHECK = 1
export CORE_UTILIZATION = 40
$ cat ./constraint.sdc
current_design mulitiplier

set clk_period 17.5
set clk_io_pct 0.2

create_clock -name clk0 -period $clk_period [get_ports {i_clk}]

set non_clock_inputs [all_inputs -no_clocks]
set_input_delay [expr $clk_period * $clk_io_pct] -clock clk0 $non_clock_inputs
set_output_delay [expr $clk_period * $clk_io_pct] -clock clk0 [all_outputs]
==> impl_metrics.env <==
# implementation run metrics
export IMPL_required_ns=17.60
export IMPL_numSynthFlops=32
export IMPL_endpoint_kind="register"
export IMPL_routedWlPerCell_um=15.4
export IMPL_maxCapViolations=0
export IMPL_area_growth_pct=10.8
export IMPL_outcome="finished clean"
export IMPL_gr_usage_all_layers=0.208
export IMPL_fin_setup_tns_ns=0
export IMPL_rsz0062_at_grt="no"
export IMPL_edf_count=31
export IMPL_fin_crit_sh=0.575
export IMPL_fin_util=0.453
export IMPL_crit_fanout=28
export IMPL_drt_iter0_markers=366
export IMPL_top_logic_kind="adder cells"
export IMPL_cts_buffers=5
export IMPL_syn_avg_cell_area_um2=9.24
export IMPL_cp_slowest_cell="o41ai_1"
export IMPL_synth_cells=1232
export IMPL_start_kind="primary input"
export IMPL_crit_chain="clkdlybuf4s50_1, buf_4, inv_1, nor2_1, ha_1, xor2_1, fa_1, fa_1, inv_1, fa_1, fa_1, inv_1, fa_1, inv_1, ha_1, a21oi_1, o21bai_1, a21oi_1, o21a_1, a21oi_1, o41ai_1, nand3_1, o311ai_1"
export IMPL_htree_num_levels=2
export IMPL_hold_buffers=0
export IMPL_ys_seq_frac=0.0835
export IMPL_worst_pin_slew_ns=0.764
export IMPL_mux_share=0.00187
export IMPL_critical_path_endpoint="o_data[30]"
export IMPL_place_hpwl_um=20000
export IMPL_warnings=29
export IMPL_ys_sh_simple=0.137
export IMPL_worstPathArrival_ns=10.16
export IMPL_clkTransAtPathRegs_ns=0.06
export IMPL_xor_area_frac=0.0454
export IMPL_min_period_ns=10.06
export IMPL_drc=0
export IMPL_portBuffers=66
export IMPL_cts_tree="yes"
export IMPL_cts_sinks=32
export IMPL_synthAoiAreaFrac=0.0473
export IMPL_rows=61
export IMPL_dr_total_vias=7762
export IMPL_antenna_found_initial=1
export IMPL_die_area_um2=29100
export IMPL_async_flop_share=0
export IMPL_yosys_stat_area_um2=11400
export IMPL_die_h_um=171
export IMPL_gp_congestion=0.905
export IMPL_cts_setup_buffers=0
export IMPL_grt_pass1_wl_um=43400
export IMPL_via_per_inst=4.68
export IMPL_clockBufferDepth=2
export IMPL_setup_viol=0
export IMPL_syn_cell_area_um2=11400
export IMPL_dieWidth_um=171
export IMPL_drv_slew=0
export IMPL_cp_slowest_stage_delay_ns=0.56
export IMPL_crit_start="i_data[3]"
export IMPL_yosysWarnings=1
export IMPL_first_global_vias=8453
export IMPL_overflow=0
export IMPL_synth_cell_types=50
export IMPL_hp_class="in -> reg"
export IMPL_io_pins=70
export IMPL_ff_type="edfxtp_1"
export IMPL_crit_type="in -> reg"
export IMPL_core_um2=27900
export IMPL_finalWirelength_um=25500
export IMPL_drtAntennaViolNets=0
export IMPL_layout_drive_gt1_share=0.0305
export IMPL_root_buffer="clkbuf_16"
export IMPL_fill_cells=2657
export IMPL_grt_max_degree=37
export IMPL_fp_util=0.409
export IMPL_cts_resized=0
export IMPL_clock_fmax_mhz=99.4
export IMPL_max_slew_margin=0.489
export IMPL_crit_top_cell="fa_1"
export IMPL_final_hold_violation_count=0
export IMPL_drtPass1Iterations=4
export IMPL_ys_cells=1232
export IMPL_fa_ha_area_frac=0.556
-- worst max-delay path, delay by kind of cell --
kind	cells	cell delay (ns)
AOI/OAI and AO/OA	7	1.65
xor gates and xnor gates	1	0.19
adders and majority gates	7	3.16
buffers and inverters	6	1.16
and+or+nand+nor	2	0.49
-- stage by stage --
step	std cells	instance area (µm²)	worst slack, ns	hold slack [ns]
2_1_floorplan	1232	11400	8.20	3.60
3_3_place_gp	1648	12500	7.37	4.07
6_report	1657	12600	7.44	3.77
5_1_grt	1656	12600	7.09	3.78
3_5_place_dp	1648	12500	7.18	4.07
4_1_cts	1656	12600	7.46	3.76
-- how the worst min path moves through the flow --
stage,startpoint,to,depth (start not counted)
after CTS,i_data_valid,o_data_valid,2
after global routing,i_data_valid,o_data_valid,2
final,i_data_valid,o_data_valid,2
-- cell type report --
| class | count | area (µm²) | share of cell area |
|---|---|---|---|
| multi-input combinational | 813 | 8960 | 0.711 |
| inverter | 338 | 1270 | 0.101 |
| sequential | 32 | 951 | 0.0754 |
| timing repair buffer | 87 | 813 | 0.0645 |
| tap | 378 | 473 | 0.0375 |
| clock buffer | 5 | 125 | 0.00992 |
| clock inverter | 3 | 13.8 | 0.00109 |
| antenna | 1 | 2.50 | 0.000198 |
-- metal layers --
metal	vias up	global-route usage	routed length [µm]
met5	-	0	0
met4	0	0.0243	377
met3	26	0.0732	2120
met2	221	0.320	11800
met1	3847	0.310	11200
li1	3668	-	-
-- flip-flops by register name, indices dropped and copies added, names as in the netlist --
register / flops
o_data: 31
o_data_valid: 1
-- synthesized netlist by cell type, types with 7 or more instances --
library cell	number	share of area
a21o_1	11	0.0073
a21oi_1	22	0.0097
and2_1	92	0.051
clkbuf_1	46	0.015
edfxtp_1	31	0.082
fa_1	271	0.48
ha_1	72	0.079
inv_1	337	0.11
nand2_1	177	0.058
nand3_1	10	0.0044
nor2_1	24	0.0079
o21a_1	7	0.0046
o21ai_1	9	0.0040
xnor2_1	45	0.035
xor2_1	14	0.011
-- kinds of logic (layout without fill, tap and decap cells) --
family | after synthesis | count (layout)
buf+inv | 387 | 433
fa+ha+maj | 343 | 343
simple gates | 330 | 330
compound gates | 78 | 78
xor+xnor | 59 | 59
flops | 32 | 32
mux | 2 | 2
other cells | 1 | 2
-- cells in the final DEF, fill, tap and decap left out, types with 7 or more instances in the layout --
cell             count
clkdlybuf4s50_1     65
edfxtp_1            31
nand2_1            177
nor2_1              24
a21oi_1             22
xor2_1              14
buf_4               21
ha_1                72
inv_1              337
o21ai_1              9
o21a_1               7
nand3_1             10
a21o_1              11
fa_1               271
xnor2_1             45
and2_1              92
